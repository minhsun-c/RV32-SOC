==> flow/design.v <==
module id (
    input rst_i,
    input [32-1:0] inst_addr_i,
    input [32-1:0] inst_i,
    input [32-1:0] reg1_rdata_i,
    input [32-1:0] reg2_rdata_i,
    output reg [5-1:0] reg1_raddr_o,
    output reg [5-1:0] reg2_raddr_o,
    output reg                    reg1_re_o,
    output reg                    reg2_re_o,
    output reg [ 32-1:0] inst_o,
    output reg [32-1:0] op1_o,
    output reg [32-1:0] op2_o,
    output reg                    reg_we_o,
    output reg [5-1:0] reg_waddr_o,
    output     [ 32-1:0] inst_addr_o,
    input                    fw_en1_o,
    input                    fw_en2_o,
    input [32-1:0] fw_data1_o,
    input [32-1:0] fw_data2_o
);
    reg  [32-1:0] op1_o_final;
    reg  [32-1:0] op2_o_final;
    wire [             6:0] funct7 = inst_i[31:25];
    wire [             6:0] opcode = inst_i[6:0];
    wire [             2:0] funct3 = inst_i[14:12];
    wire [             4:0] rd = inst_i[11:7];
    wire [             4:0] rs1 = inst_i[19:15];
    wire [             4:0] rs2 = inst_i[24:20];
    wire [5-1:0] i_reg1_raddr_o;
    wire [5-1:0] i_reg2_raddr_o;
    wire                    i_reg1_re_o;
    wire                    i_reg2_re_o;
    wire [32-1:0] i_op1_o;
    wire [32-1:0] i_op2_o;
    wire                    i_reg_we_o;
    wire [5-1:0] i_reg_waddr_o;
    id_type_i inst_type_i (
        .inst_i      (inst_i),
        .reg1_rdata_i(reg1_rdata_i),
        .reg1_raddr_o(i_reg1_raddr_o),
        .reg2_raddr_o(i_reg2_raddr_o),
        .reg1_re_o   (i_reg1_re_o),
        .reg2_re_o   (i_reg2_re_o),
        .op1_o       (i_op1_o),
        .op2_o       (i_op2_o),
        .reg_we_o    (i_reg_we_o),
        .reg_waddr_o (i_reg_waddr_o)
    );
    wire [5-1:0] r_reg1_raddr_o;
    wire [5-1:0] r_reg2_raddr_o;
    wire                    r_reg1_re_o;
    wire                    r_reg2_re_o;
    wire [32-1:0] r_op1_o;
    wire [32-1:0] r_op2_o;
    wire                    r_reg_we_o;
    wire [5-1:0] r_reg_waddr_o;
    id_type_r inst_type_r (
        .inst_i      (inst_i),
        .reg1_rdata_i(reg1_rdata_i),
        .reg2_rdata_i(reg2_rdata_i),
        .reg1_raddr_o(r_reg1_raddr_o),
        .reg2_raddr_o(r_reg2_raddr_o),
        .reg1_re_o   (r_reg1_re_o),
        .reg2_re_o   (r_reg2_re_o),
        .op1_o       (r_op1_o),
        .op2_o       (r_op2_o),
        .reg_we_o    (r_reg_we_o),
        .reg_waddr_o (r_reg_waddr_o)
    );
    assign inst_addr_o = inst_addr_i;
    always @(*) begin
        if (rst_i) begin
            inst_o       = 32'h00000013;
            reg1_raddr_o = 0;
            reg2_raddr_o = 0;
            reg1_re_o    = 1'b0;
            reg2_re_o    = 1'b0;
            reg_we_o     = 1'b0;
            reg_waddr_o  = 0;
            op1_o_final  = 32'h0;
            op2_o_final  = 32'h0;
        end else begin
            case (opcode)
                7'b0010011: begin
                    inst_o       = inst_i;
                    reg1_raddr_o = i_reg1_raddr_o;
                    reg2_raddr_o = i_reg2_raddr_o;
                    reg1_re_o    = i_reg1_re_o;
                    reg2_re_o    = i_reg2_re_o;
                    op1_o_final  = i_op1_o;
                    op2_o_final  = i_op2_o;
                    reg_we_o     = i_reg_we_o;
                    reg_waddr_o  = i_reg_waddr_o;
                end
                7'b0110011: begin
                    inst_o       = inst_i;
                    reg1_raddr_o = r_reg1_raddr_o;
                    reg2_raddr_o = r_reg2_raddr_o;
                    reg1_re_o    = r_reg1_re_o;
                    reg2_re_o    = r_reg2_re_o;
                    op1_o_final  = r_op1_o;
                    op2_o_final  = r_op2_o;
                    reg_we_o     = r_reg_we_o;
                    reg_waddr_o  = r_reg_waddr_o;
                end
                7'b0110111: begin
                    inst_o       = inst_i;
                    reg1_raddr_o = 0;
                    reg2_raddr_o = 0;
                    reg1_re_o    = 1'b0;
                    reg2_re_o    = 1'b0;
                    op1_o_final  = {inst_i[31:12], {12{1'b0}}};
                    op2_o_final  = 32'h0;
                    reg_we_o     = 1'b1;
                    reg_waddr_o  = rd;
                end
                7'b0010111: begin
                    inst_o       = inst_i;
                    reg1_raddr_o = 0;
                    reg2_raddr_o = 0;
                    reg1_re_o    = 1'b0;
                    reg2_re_o    = 1'b0;
                    op1_o_final  = inst_addr_i;
                    op2_o_final  = {inst_i[31:12], {12{1'b0}}};
                    reg_we_o     = 1'b1;
                    reg_waddr_o  = rd;
                end
                7'b0100011: begin
                    inst_o       = inst_i;
                    reg1_raddr_o = rs1;
                    reg2_raddr_o = rs2;
                    reg1_re_o    = 1'b1;
                    reg2_re_o    = 1'b1;
                    op1_o_final  = reg1_rdata_i;
                    op2_o_final  = reg2_rdata_i;
                    reg_we_o     = 1'b0;
                    reg_waddr_o  = 0;
                end
                7'b0000011: begin
                    inst_o       = inst_i;
                    reg1_raddr_o = rs1;
                    reg2_raddr_o = 0;
                    reg1_re_o    = 1'b1;
                    reg2_re_o    = 1'b0;
                    op1_o_final  = reg1_rdata_i;
                    op2_o_final  = 32'h0;
                    reg_we_o     = 1'b1;
                    reg_waddr_o  = rd;
                end
                7'b1100011: begin
                    inst_o       = inst_i;
                    reg1_raddr_o = rs1;
                    reg2_raddr_o = rs2;
                    reg1_re_o    = 1'b1;
                    reg2_re_o    = 1'b1;
                    op1_o_final  = reg1_rdata_i;
                    op2_o_final  = reg2_rdata_i;
                    reg_we_o     = 1'b0;
                end
                7'b1101111: begin
                    inst_o       = inst_i;
                    reg1_raddr_o = rs1;
                    reg2_raddr_o = rs2;
                    reg1_re_o    = 1'b0;
                    reg2_re_o    = 1'b0;
                    op1_o_final  = 32'h0;
                    op2_o_final  = 32'h0;
                    reg_we_o     = 1'b1;
                    reg_waddr_o  = rd;
                end
                7'b1100111: begin
                    inst_o       = inst_i;
                    reg1_raddr_o = rs1;
                    reg2_raddr_o = rs2;
                    reg1_re_o    = 1'b1;
                    reg2_re_o    = 1'b0;
                    op1_o_final  = reg1_rdata_i;
                    op2_o_final  = 32'h0;
                    reg_we_o     = 1'b1;
                    reg_waddr_o  = rd;
                end
                default: begin
                    inst_o       = 32'h00000013;
                    reg1_raddr_o = 0;
                    reg2_raddr_o = 0;
                    reg1_re_o    = 1'b0;
                    reg2_re_o    = 1'b0;
                    reg_we_o     = 1'b0;
                    reg_waddr_o  = 0;
                    op1_o_final  = 32'h0;
                    op2_o_final  = 32'h0;
                end
            endcase
        end
    end
    always @(*) begin
        if (fw_en1_o) begin
            op1_o = fw_data1_o;
        end else begin
            op1_o = op1_o_final;
        end
    end
    always @(*) begin
        if (fw_en2_o) begin
            op2_o = fw_data2_o;
        end else begin
            op2_o = op2_o_final;
        end
    end
endmodule
module id_type_i (
    input [32-1:0] inst_i,
    input [32-1:0] reg1_rdata_i,
    output reg [5-1:0] reg1_raddr_o,
    output reg [5-1:0] reg2_raddr_o,
    output reg                    reg1_re_o,
    output reg                    reg2_re_o,
    output reg [32-1:0] op1_o,
    output reg [32-1:0] op2_o,
    output reg                    reg_we_o,
    output reg [5-1:0] reg_waddr_o
);
    wire [6:0] opcode = inst_i[6:0];
    wire [2:0] funct3 = inst_i[14:12];
    wire [6:0] funct7 = inst_i[31:25];
    wire [4:0] shamt = inst_i[24:20];
    wire [4:0] rd = inst_i[11:7];
    wire [4:0] rs1 = inst_i[19:15];
    wire [4:0] rs2 = inst_i[24:20];
    wire       isType_i;
    assign isType_i = (opcode == 7'b0010011);
    always @(*) begin
        if (isType_i) begin
            reg_we_o     = 1'b1;
            reg_waddr_o  = rd;
            reg1_raddr_o = rs1;
            reg2_raddr_o = 0;
            reg1_re_o    = 1'b1;
            reg2_re_o    = 1'b0;
            op1_o        = reg1_rdata_i;
            case (funct3)
                3'b000, 3'b010, 3'b011, 3'b100, 3'b110, 3'b111: begin
                    op2_o = {{20{inst_i[31]}}, inst_i[31:20]};
                end
                3'b001: begin
                    if (funct7 == 7'b0000000) begin
                        op2_o = {{27{1'b0}}, shamt[4:0]};
                    end else begin
                        reg1_raddr_o = 0;
                        reg2_raddr_o = 0;
                        reg1_re_o    = 1'b0;
                        reg2_re_o    = 1'b0;
                        reg_we_o     = 1'b0;
                        reg_waddr_o  = 0;
                        op1_o        = 32'h0;
                        op2_o        = 32'h0;
                    end
                end
                3'b101: begin
                    if (funct7 == 7'b0000000 || funct7 == 7'b0100000) begin
                        op2_o = {{27{1'b0}}, shamt[4:0]};
                    end else begin
                        reg1_raddr_o = 0;
                        reg2_raddr_o = 0;
                        reg1_re_o    = 1'b0;
                        reg2_re_o    = 1'b0;
                        reg_we_o     = 1'b0;
                        reg_waddr_o  = 0;
                        op1_o        = 32'h0;
                        op2_o        = 32'h0;
                    end
                end
                default: begin
                    reg1_raddr_o = 0;
                    reg2_raddr_o = 0;
                    reg1_re_o    = 1'b0;
                    reg2_re_o    = 1'b0;
                    reg_we_o     = 1'b0;
                    reg_waddr_o  = 0;
                    op1_o        = 32'h0;
                    op2_o        = 32'h0;
                end   
            endcase
        end else begin
            reg1_raddr_o = 0;
            reg2_raddr_o = 0;
            reg1_re_o    = 1'b0;
            reg2_re_o    = 1'b0;
            reg_we_o     = 1'b0;
            reg_waddr_o  = 0;
            op1_o        = 32'h0;
            op2_o        = 32'h0;
        end
    end
endmodule
module id_type_r (
    input [32-1:0] inst_i,
    input [32-1:0] reg1_rdata_i,
    input [32-1:0] reg2_rdata_i,
    output reg [5-1:0] reg1_raddr_o,
    output reg [5-1:0] reg2_raddr_o,
    output reg                    reg1_re_o,
    output reg                    reg2_re_o,
    output reg [32-1:0] op1_o,
    output reg [32-1:0] op2_o,
    output reg                    reg_we_o,
    output reg [5-1:0] reg_waddr_o
);
    wire [6:0] opcode = inst_i[6:0];
    wire [2:0] funct3 = inst_i[14:12];
    wire [6:0] funct7 = inst_i[31:25];
    wire [4:0] shamt = inst_i[24:20];
    wire [4:0] rd = inst_i[11:7];
    wire [4:0] rs1 = inst_i[19:15];
    wire [4:0] rs2 = inst_i[24:20];
    wire       isType_r;
    assign isType_r = (opcode == 7'b0110011);
    always @(*) begin
        if (isType_r) begin
            reg_we_o     = 1'b1;
            reg_waddr_o  = rd;
            reg1_raddr_o = rs1;
            reg2_raddr_o = rs2;
            reg1_re_o    = 1'b1;
            reg2_re_o    = 1'b1;
            op1_o        = reg1_rdata_i;
            op2_o        = reg2_rdata_i;
        end else begin
            reg_we_o     = 1'b0;
            reg_waddr_o  = 0;
            reg1_raddr_o = 0;
            reg2_raddr_o = 0;
            reg1_re_o    = 1'b0;
            reg2_re_o    = 1'b0;
            op1_o        = 0;
            op2_o        = 0;
        end
    end
endmodule
==> flow/run.sh <==
#!/bin/bash
# OpenROAD 26Q1-2900-gdf79404cd8, Yosys 0.63+post, stock flow scripts
make -C /OpenROAD-flow-scripts/flow DESIGN_CONFIG=/design/flow/config.mk WORK_HOME=/design/flow/orfs finish
==> flow/config.mk <==
export PLATFORM = sky130hd
export DESIGN_NAME = id
export DESIGN_NICKNAME = id
export VERILOG_FILES = /design/flow/design.v
export SDC_FILE = /design/flow/constraint.sdc
export NUM_CORES = 4
export LEC_CHECK = 1
export CORE_AREA = 10 10 138 138
export DIE_AREA = 0 0 148 148
==> flow/constraint.sdc <==
current_design id

set clk_period 14.4
set clk_io_pct 0.2

create_clock -name clk0 -period $clk_period

set non_clock_inputs [all_inputs -no_clocks]
set_input_delay [expr $clk_period * $clk_io_pct] -clock clk0 $non_clock_inputs
set_output_delay [expr $clk_period * $clk_io_pct] -clock clk0 [all_outputs]
==> design notes <==
The flow ran to the end, and the final reports show no timing, DRC or antenna violations. Headroom to the max-slew limit came out at 48.93%. The final layout report lists a filler cell count of 1,626. For the overall chip area, the log shows 21,900 um2. The number of antenna diodes in the final layout is 0.

The run gives 32 for the total tool warning count. Cell taking the most area after synthesis: a32oi_1. In the post-route report, total wirelength is listed as 21.15 mm. The total overflow left after global routing is 0. Buffers inserted to repair hold after CTS numbered 0. Once the clock tree was built, the setup fixing pass inserted 0 buffers. The run gives 2835 um2 for the area of the synthesized netlist per yosys stat. The global placer's final weighted congestion is 0.9325, and the total via count in the routed design is 4,583. The horizontal die dimension reported for this design is 148 um. The count of mapped cells out of synthesis was 433. In the final layout, the share of cells above drive strength 1 is 3.714%.

The run gives 45 for the largest net degree at the start of global routing. Counting distinct cell types in the post-synthesis netlist gives 44. The violation tally from detailed-route iteration zero is 220.

The logs give 0 for the number of violations of the max-capacitance limit and 0.01417 mV for the worst IR drop on VDD. Per the OpenROAD floorplan log, the height of the die is 148 um. Per the timing report, the biggest fanout along the worst path comes to 21.

The via count of the first global-routing pass is 4,684. The tools report the startpoint type of the worst setup path as a primary input. For this run, the top clock speed supported by timing is 0.1157 GHz.

Total power normalized to cell area comes to 22.30 nW/um2. The run gives 37.99% as the core occupancy in the finished layout. The routed layout reports a DRC error count of 0.

The count of endpoints without a timing constraint was 10; the number of hold-slack violations in the final timing report was 0. The most critical min-delay path falls under primary input to output pin. The sum of negative setup slack was 0 ns; the post-cts repair resize count was 0. Setup repair after global routing left no endpoint under its margin.

The number of antenna violations at the first check in global routing was 0. For reference, the placement row count at floorplan is 46. The first TritonRoute pass finished after 5 iterations. The final timing report derives a shortest allowable period of 8.642 ns. For the cell count in the Yosys report, the log shows 433. In the post-synthesis netlist, the biggest area contributors are a32oi_1 (12%), buf_4 (11%), and2_1 (8.8%). Counting pins that exceed their max-slew limit in the final report gives 0. Remaining number of nets flagged by the antenna check after routing: 0.

The floorplan step records an initial core utilization of 17.72%. The synthesized design contains 5 register bits. The end-of-flow timing check tallies setup violations at 0. The floorplan report gives the top-level pin count as 341.

The wire length of the first global-routing pass is 30.40 mm, and the number of input and output port buffers inserted is 339. Overall routing resource usage recorded by global route was 17.83%. The HPWL after detailed placement is 17.67 mm. For the yosys warning tally, the log shows 3.

In the setup report, the worst path falls into the class primary input to output pin. The script logs the mean routed wire length per placed instance as 23.08 um. After routing the design area is 6078 um2.

The part of the cycle the worst path needs works out to 60.01%. Summed over its instances, the top area cell type makes up 11.74% of the synthesized netlist area. Data on the critical path is required at its endpoint by 11.52 ns. The mean area per synthesized cell was 6.548 um2.

The region available for standard cell placement spans 16,000 um2. With the number of vias per cell at 5.003, the number of flip-flops under the largest register name is 5. The transition time of the tightest slew-check pin was 0.7652 ns; the arrival time at the worst endpoint was 5.76 ns.

For the total placed instance area, the log shows 6078 um2. The analysis attributes to cell leakage a power of 2.022 nW. The tools report the element type at the critical path end as an output pin.

For the count of unclocked register or latch pins, the log shows 5. The run gives 114.4% for the area growth from synthesis to final layout. The tools report the netlist area before placement as 2835 um2.
==> final cells by class <==
| type | instances | area (um2) | area share, % |
|---|---|---|---|
| Sequential cell | 5 | 75.07 | 1.235 |
| Multi-Input combinational cell | 341 | 2240 | 36.85 |
| Inverter | 2 | 7.507 | 0.1235 |
| Tap cell | 216 | 270.3 | 4.446 |
| Timing Repair Buffer | 352 | 3486 | 57.35 |
==> layer usage <==
| layer | GRT usage [%] | routed length (um) |
|---|---|---|
| met5 | 0 | 0 |
| met4 | 1.933 | 260 |
| met3 | 5.952 | 2209 |
| met2 | 31.22 | 10240 |
| met1 | 21.25 | 8437 |
==> cell usage after synthesis, drive strengths merged <==
master / instances
and3b: 2
mux2i: 20
a21boi: 1
a31o: 1
nand3: 2
o31ai: 1
buf: 64
o2111a: 1
o211ai: 22
and2: 40
dlxtn: 5
nor4: 3
o211a: 1
nand4: 1
nand3b: 3
clkbuf: 22
or3b: 1
a221oi: 22
nor3: 20
nor2: 9
a21oi: 3
nor3b: 10
o21ai: 59
and3: 4
inv: 2
a32oi: 38
nand2: 60
nand2b: 4
conb: 1
nor2b: 2
a22oi: 2
or3: 1
a221o: 6
==> final timing paths <==
kind,start,to,slack (ns),cells past startpoint
max,inst_i[2],op2_o[21],5.76,8
min,inst_addr_i[5],inst_addr_o[5],6.60,2
==> cells by family (layout without fill, tap and decap cells) <==
kind of cell    after synthesis  after routing  share of synthesized area [%]
latches                       5              5                          2.648
other cells                   1              2                         0.1323
buf+inv                      88            354                          18.93
mux                          20             20                          7.061
simple gates                162            162                          30.76
compound gates              157            157                          40.47
==> where the power goes <==
group          leakage (nW)    switching, W  internal [W]     total [W]
Combinational          1.98       0.0000487     0.0000868      0.000135
Sequential           0.0382  0.000000000124  0.0000000645  0.0000000647
Clock                     0               0             0             0
Total                  2.02       0.0000487     0.0000869      0.000136
==> critical path, stage by stage <==
cell	delay (ns)
clkdlybuf4s50_1	0.76
nand3b_1	0.14
buf_4	0.24
nor2_2	0.52
buf_4	0.37
a32oi_1	0.08
o211ai_1	0.24
clkdlybuf4s50_1	0.51
==> cells in the final DEF, fill, tap and decap left out, drive strengths merged, types with 2 or more instances in the layout <==
master and n:
nor3b 10, o21ai 59, and3b 2, a32oi 38
inv 2, nand3 2, nand3b 3, conb 2
and3 4, a21oi 3, and2 40, nor2 9
a22oi 2, mux2i 20, nor3 20, a221oi 22
a221o 6, nor2b 2, dlxtn 5, nand2b 4
nor4 3, nand2 60, o211ai 22, clkdlybuf4s50 338
buf 14
==> metrics by stage <==
stage | hold WS, ns | setup WS, ns | power (W) | instances
after floorplan | 5.818 | 7.533 | 0.00004005 | 434
after global placement | 6.606 | 5.861 | 0.0001357 | 916
after detailed placement | 6.594 | 5.779 | 0.0001358 | 916
after CTS | 6.605 | 5.765 | 0.0001368 | 916
after global routing | 6.630 | 5.575 | 0.0001457 | 916
final | 6.596 | 5.758 | 0.0001355 | 916
Power figures rest on the tool's default switching activity, not on a simulated workload.
