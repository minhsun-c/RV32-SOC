$ cat /design/flow/config.mk
export PLATFORM = sky130hd
export DESIGN_NAME = regfile
export DESIGN_NICKNAME = regfile
export VERILOG_FILES = /design/flow/design.v
export SDC_FILE = /design/flow/constraint.sdc
export NUM_CORES = 4
export LEC_CHECK = 1
export CORE_UTILIZATION = 30
$ cat /design/flow/constraint.sdc
current_design regfile

set clk_period 9.0
set clk_io_pct 0.2

create_clock -name clk0 -period $clk_period [get_ports {clk_i}]

set non_clock_inputs [all_inputs -no_clocks]
set_input_delay [expr $clk_period * $clk_io_pct] -clock clk0 $non_clock_inputs
set_output_delay [expr $clk_period * $clk_io_pct] -clock clk0 [all_outputs]
$ cat /design/flow/design.v
module regfile (
    input wire clk_i,
    input wire rst_i,
    input wire                    we_i,
    input wire [5-1:0] waddr_i,
    input wire [32-1:0] wdata_i,
    input wire                    re1_i,
    input wire [5-1:0] raddr1_i,
    input wire                    re2_i,
    input wire [5-1:0] raddr2_i,
    output reg [32-1:0] rdata1_o,
    output reg [32-1:0] rdata2_o
);
    reg     [32-1:0] regs[0:32-1];
    integer                    i;
    initial begin
        for (i = 0; i < 32; i = i + 1) regs[i] = 0;
    end
    always @(posedge clk_i) begin
        if (rst_i == 0) begin
            if ((we_i == 1'b1) && (waddr_i != 0)) begin
                regs[waddr_i] <= wdata_i;
            end
        end   
    end   
    always @(*) begin
        if (raddr1_i == 0) begin
            rdata1_o = 32'h0;
        end else if (raddr1_i == waddr_i && we_i == 1'b1 && re1_i == 1'b1) begin
            rdata1_o = wdata_i;
        end else if (re1_i == 1'b1) begin
            rdata1_o = regs[raddr1_i];
        end else begin
            rdata1_o = 32'h0;
        end   
    end   
    always @(*) begin
        if (raddr2_i == 0) begin
            rdata2_o = 32'h0;
        end else if (raddr2_i == waddr_i && we_i == 1'b1 && re2_i == 1'b1) begin
            rdata2_o = wdata_i;
        end else if (re2_i == 1'b1) begin
            rdata2_o = regs[raddr2_i];
        end else begin
            rdata2_o = 32'h0;
        end   
    end   
    task readRegister;
        input integer raddr;
        output integer val;
        begin
            val = regs[raddr[4:0]];
        end
    endtask
endmodule
$ cat /design/flow/run.sh
#!/bin/bash
# OpenROAD 26Q1-2900-gdf79404cd8, Yosys 0.63+post, stock flow scripts
make -C /OpenROAD-flow-scripts/flow DESIGN_CONFIG=/design/flow/config.mk WORK_HOME=/design/flow/orfs finish
==> flow_summary.ini <==
; physical design summary
[outcome]
outcome = complete, no violations

[yosys]
syn_area_per_cell_sq_um = 20.2
syn_area_sq_um = 48800
yosys-stat-cells = 2421
synth_chip_area_sq_um = 48800
top_cell_area_share_pct = 63.0
synth_warnings = 1
ys_seq_elements = 1024
ys_seq_share_pct = 63.0
area_leaders = edfxtp_1, mux4_2, mux2i_1
async_reset_ff_share_pct = 0
ys_types = 44
ff_type = edfxtp_1
edf_count = 1024
synth_cells = 2421
largest_area_cell = edfxtp_1

[clock_network]
cts_resized = 0
cts_setup_buffers = 0
cts.reportedPaths.clkPinSlew_ns = 0.06
numClockSinks = 1024
root_buffer = clkbuf_16
cts_buffer_depth = 3
cts_buffers = 100
holdBufCountCts = 0
htreeDepth = 3
cts_tree = yes

[sta]
hold_viol_final = 0
final-setup-viol-count = 0
fin_crit_ns = 7.51
hold_slack_ns = 1.94
rsz0062_at_grt = false
maxSlewViolCount = 0
fmax_ghz = 0.133
relSlewSlack_pct = 13.6
fin_ws_ns = 1.49
period_used_pct = 83.4
tns_ns = 0
worst_pin_slew_ns = 1.29

[worst_setup_path]
crit_arrival_ns = 5.71
end_kind = output port
slowest_stage = a21oi_4
cpPeakStageDelay_ns = 0.73
path_cells = clkdlybuf4s50_1 -> xnor2_1 -> nand4_1 -> or2_2 -> a21oi_4 -> buf_4 -> a211o_1 -> clkdlybuf4s50_1
crit_fanout = 17
critPathKind = in -> out
worstPathRequired_ns = 7.20
start_kind = input port
worst_path_most_repeated_cell = clkdlybuf4s50_1

[floorplanning]
fp-utilization_pct = 30.3
rows = 147
die_w_um = 405
ios = 116
dieArea_sq_um = 164000
core_area_sq_um = 161000
die_y_um = 405

[finish]
final_cells = 4815
design_area_sq_um = 56100
drive_gt1_share_pct = 32.8
area_growth_syn_to_layout_pct = 14.9
final_common_cell = edfxtp_1
final_layout_top_logic_cells = edfxtp_1, mux4_2, a211oi_1
largestRegisters = regs (1024)
final_util_pct = 34.8
largest_reg_flops = 1024
top_register = regs

[min_path]
min_to = regs[28][4]
holdCritStartpoint = wdata_i[4]
holdPathStages = 2
hold_path.class = in -> reg

[route]
initialDrtViolationCount = 1725
wl_per_cell_um = 30.3
ant_nets = 0
via_count = 26500
via_per_inst = 5.51
drc = 0
wl_um = 146000
drt-pass1-iter-count = 5

[power_and_ir_drop]
internal-power_mw = 7.99
power_mw = 10.3
p_seq_share_pct = 51.5
p_per_area_nw_per_um2 = 184
leakage_nw = 17.5
ir_drop_uv = 140
power_frac_clock_pct = 39.3
pwr-share-comb_pct = 9.3
switchingPower_mw = 2.32
p_sw_share_pct = 22.5

[job]
warnings = 26
drv_cap = 0

[place]
place_area_sq_um = 53000
pre_cts_slack_ns = 1.59
portBuffers = 115
place.gp.congestion = 0.895
dp_hpwl_um = 88000
placed_cells = 4640

[global_routing]
grt_max_degree = 81
grt_pass1_vias = 29500
grt_pass1_wl_um = 210000
grt_antenna_before_repair = 16
grt_remaining_overflow = 0
track_usage_pct = 19.4
[how the worst max path moves through the flow]
stage                      start           end  cells after the start  slack, ns
after CTS             waddr_i[2]  rdata1_o[14]                      8       1.57
after global routing  waddr_i[2]  rdata1_o[14]                      8       1.36
final                 waddr_i[2]  rdata1_o[14]                      8       1.49
[Yosys cell counts (2+ instances only)]
cell type	n
a211o_1	63
a211oi_1	172
a211oi_2	14
a21oi_1	3
and2_1	2
buf_1	5
buf_2	91
buf_4	16
buf_6	27
clkbuf_1	74
edfxtp_1	1024
inv_1	2
mux2_2	33
mux2i_1	163
mux4_2	509
nand2_1	6
nand2b_1	4
nand3_1	8
nand4_1	5
nor2_1	34
nor2b_1	96
nor3_1	2
nor3b_1	3
nor4_1	31
o211ai_1	2
o21ai_0	4
or2_2	3
xnor2_1	9
[layout make-up]
| class | count | area, sq um |
|---|---|---|
| multi-input combinational | 1213 | 17300 |
| clock inverter | 53 | 433 |
| sequential | 1024 | 30700 |
| antenna | 2 | 5.00 |
| tap | 2160 | 2700 |
| clock buffer | 120 | 2640 |
| timing repair buffer | 241 | 2260 |
| inverter | 2 | 7.51 |
| fill | 14800 | 105000 |
[layer usage]
metal	track usage, %	vias to the layer above	wire length [um]
li1	-	10900	-
met1	21.2	13400	46200
met2	27.1	1946	63900
met3	18.3	281	30900
met4	4.46	31	4430
met5	1.10	-	324
[kinds of logic after synthesis]
logic type | share of synthesized area (%)
other | 0.00768
buffers and inverters | 2.43
AND/OR/NAND/NOR | 2.40
multiplexers | 27.6
XOR/XNOR | 0.195
flip-flops | 63.0
AND-OR/OR-AND | 4.37
[power by group through the flow]
stage / clock network, mW / logic [mW] / registers, mW
4_1_cts: 4.11 / 0.964 / 5.31
5_1_grt: 4.27 / 1.03 / 5.31
6_report: 4.05 / 0.955 / 5.31
[worst max-delay path: cells and delay by family]
kind                   cells  cell delay [ns]
buffers and inverters      3             1.81
AND-OR/OR-AND              2             1.21
AND/OR/NAND/NOR            2             0.69
XOR/XNOR                   1             0.17
Power figures rest on the tool's default switching activity, not on a simulated workload.
